==> design/flow/design.v <==
module tic_tac_toe(
     input clock, 
     input reset, 
     input play, 
     input pc, 
     input [3:0] computer_position,player_position, 
     output wire [1:0] pos1,pos2,pos3,
     pos4,pos5,pos6,pos7,pos8,pos9,
     output wire[1:0]who 
     );
 wire [15:0] PC_en; 
 wire [15:0] PL_en;  
 wire illegal_move;  
 wire win;  
 wire computer_play;  
 wire player_play;  
 wire no_space;  
  position_registers position_reg_unit(
      clock,  
      reset,  
      illegal_move,  
      PC_en[8:0],  
      PL_en[8:0],  
      pos1,pos2,pos3,pos4,pos5,pos6,pos7,pos8,pos9 
      );
 winner_detector win_detect_unit(pos1,pos2,pos3,pos4,pos5,pos6,pos7,pos8,pos9,win,who);
 position_decoder pd1(computer_position,computer_play,PC_en);
 position_decoder pd2(player_position,player_play,PL_en); 
  illegal_move_detector imd_unit(
   pos1,pos2,pos3,pos4,pos5,pos6,pos7,pos8,pos9, 
   PC_en[8:0], PL_en[8:0], 
   illegal_move
   );
 nospace_detector nsd_unit(
   pos1,pos2,pos3,pos4,pos5,pos6,pos7,pos8,pos9, 
   no_space
    ); 
 fsm_controller tic_tac_toe_controller(
     clock, 
     reset, 
     play,  
     pc, 
     illegal_move, 
     no_space,  
     win,  
     computer_play,  
     player_play  
     );    
endmodule 
module position_registers(
      input clock,  
      input reset,  
      input illegal_move,  
      input [8:0] PC_en,  
      input [8:0] PL_en,  
      output reg[1:0] pos1,pos2,pos3,pos4,pos5,pos6,pos7,pos8,pos9 
      );
 always @(posedge clock or posedge reset)
 begin
  if(reset) 
   pos1 <= 2'b00;
  else begin
   if(illegal_move==1'b1)
    pos1 <= pos1; 
   else if(PC_en[0]==1'b1)
    pos1 <= 2'b10;  
   else if (PL_en[0]==1'b1)
    pos1 <= 2'b01; 
   else 
    pos1 <= pos1; 
  end 
 end 
 always @(posedge clock or posedge reset)
 begin
  if(reset) 
   pos2 <= 2'b00;
  else begin
   if(illegal_move==1'b1)
    pos2 <= pos2; 
   else if(PC_en[1]==1'b1)
    pos2 <= 2'b10;  
   else if (PL_en[1]==1'b1)
    pos2 <= 2'b01; 
   else 
    pos2 <= pos2; 
  end 
 end 
 always @(posedge clock or posedge reset)
 begin
  if(reset) 
   pos3 <= 2'b00;
  else begin
   if(illegal_move==1'b1)
    pos3 <= pos3; 
   else if(PC_en[2]==1'b1)
    pos3 <= 2'b10;  
   else if (PL_en[2]==1'b1)
    pos3 <= 2'b01; 
   else 
    pos3 <= pos3; 
  end 
 end  
 always @(posedge clock or posedge reset)
 begin
  if(reset) 
   pos4 <= 2'b00;
  else begin
   if(illegal_move==1'b1)
    pos4 <= pos4; 
   else if(PC_en[3]==1'b1)
    pos4 <= 2'b10;  
   else if (PL_en[3]==1'b1)
    pos4 <= 2'b01; 
   else 
    pos4 <= pos4; 
  end 
 end 
 always @(posedge clock or posedge reset)
 begin
  if(reset) 
   pos5 <= 2'b00;
  else begin
   if(illegal_move==1'b1)
    pos5 <= pos5; 
   else if(PC_en[4]==1'b1)
    pos5 <= 2'b10;  
   else if (PL_en[4]==1'b1)
    pos5 <= 2'b01; 
   else 
    pos5 <= pos5; 
  end 
 end 
 always @(posedge clock or posedge reset)
 begin
  if(reset) 
   pos6 <= 2'b00;
  else begin
   if(illegal_move==1'b1)
    pos6 <= pos6; 
   else if(PC_en[5]==1'b1)
    pos6 <= 2'b10;  
   else if (PL_en[5]==1'b1)
    pos6 <= 2'b01; 
   else 
    pos6 <= pos6; 
  end 
 end 
 always @(posedge clock or posedge reset)
 begin
  if(reset) 
   pos7 <= 2'b00;
  else begin
   if(illegal_move==1'b1)
    pos7 <= pos7; 
   else if(PC_en[6]==1'b1)
    pos7 <= 2'b10;  
   else if (PL_en[6]==1'b1)
    pos7 <= 2'b01; 
   else 
    pos7 <= pos7; 
  end 
 end 
 always @(posedge clock or posedge reset)
 begin
  if(reset) 
   pos8 <= 2'b00;
  else begin
   if(illegal_move==1'b1)
    pos8 <= pos8; 
   else if(PC_en[7]==1'b1)
    pos8 <= 2'b10;  
   else if (PL_en[7]==1'b1)
    pos8 <= 2'b01; 
   else 
    pos8 <= pos8; 
  end 
 end 
 always @(posedge clock or posedge reset)
 begin
  if(reset) 
   pos9 <= 2'b00;
  else begin
   if(illegal_move==1'b1)
    pos9 <= pos9; 
   else if(PC_en[8]==1'b1)
    pos9 <= 2'b10;  
   else if (PL_en[8]==1'b1)
    pos9 <= 2'b01; 
   else 
    pos9 <= pos9; 
  end 
 end  
endmodule 
module fsm_controller(
     input clock, 
     input reset, 
     play,  
     pc, 
     illegal_move, 
     no_space,  
     win,  
     output reg computer_play,  
     player_play  
     );
parameter IDLE=2'b00;
parameter PLAYER=2'b01;
parameter COMPUTER=2'b10;
parameter GAME_DONE=2'b11;
reg[1:0] current_state, next_state;
always @(posedge clock or posedge reset) 
begin 
 if(reset)
  current_state <= IDLE;
 else 
  current_state <= next_state;
end 
always @(*)
 begin
 case(current_state)
 IDLE: begin 
  if(reset==1'b0 && play == 1'b1)
   next_state <= PLAYER;  
  else 
   next_state <= IDLE;
  player_play <= 1'b0;
  computer_play <= 1'b0;
 end 
 PLAYER:begin 
  player_play <= 1'b1;
  computer_play <= 1'b0;
  if(illegal_move==1'b0)
   next_state <= COMPUTER;  
  else 
   next_state <= IDLE;
 end 
 COMPUTER:begin 
  player_play <= 1'b0;
  if(pc==1'b0) begin 
   next_state <= COMPUTER;
   computer_play <= 1'b0;
  end
  else if(win==1'b0 && no_space == 1'b0)
  begin 
   next_state <= IDLE;
   computer_play <= 1'b1; 
  end 
  else if(no_space == 1 || win ==1'b1)
  begin 
   next_state <= GAME_DONE;  
   computer_play <= 1'b1; 
  end  
 end 
 GAME_DONE:begin  
  player_play <= 1'b0;
  computer_play <= 1'b0; 
  if(reset==1'b1) 
   next_state <= IDLE; 
  else 
   next_state <= GAME_DONE;  
 end 
 default: next_state <= IDLE; 
 endcase
 end
endmodule 
module nospace_detector(
   input [1:0] pos1,pos2,pos3,pos4,pos5,pos6,pos7,pos8,pos9, 
   output wire no_space
    );
wire temp1,temp2,temp3,temp4,temp5,temp6,temp7,temp8,temp9;
assign temp1 = pos1[1] | pos1[0];
assign temp2 = pos2[1] | pos2[0];
assign temp3 = pos3[1] | pos3[0];
assign temp4 = pos4[1] | pos4[0];
assign temp5 = pos5[1] | pos5[0];
assign temp6 = pos6[1] | pos6[0];
assign temp7 = pos7[1] | pos7[0];
assign temp8 = pos8[1] | pos8[0];
assign temp9 = pos9[1] | pos9[0];
assign no_space =((((((((temp1 & temp2) & temp3) & temp4) & temp5) & temp6) & temp7) & temp8) & temp9);
endmodule 
module illegal_move_detector(
   input [1:0] pos1,pos2,pos3,pos4,pos5,pos6,pos7,pos8,pos9, 
   input [8:0] PC_en, PL_en, 
   output wire illegal_move
   );
wire temp1,temp2,temp3,temp4,temp5,temp6,temp7,temp8,temp9;
wire temp11,temp12,temp13,temp14,temp15,temp16,temp17,temp18,temp19;
wire temp21,temp22;
assign temp1 = (pos1[1] | pos1[0]) & PL_en[0];
assign temp2 = (pos2[1] | pos2[0]) & PL_en[1];
assign temp3 = (pos3[1] | pos3[0]) & PL_en[2];
assign temp4 = (pos4[1] | pos4[0]) & PL_en[3];
assign temp5 = (pos5[1] | pos5[0]) & PL_en[4];
assign temp6 = (pos6[1] | pos6[0]) & PL_en[5];
assign temp7 = (pos7[1] | pos7[0]) & PL_en[6];
assign temp8 = (pos8[1] | pos8[0]) & PL_en[7];
assign temp9 = (pos9[1] | pos9[0]) & PL_en[8];
assign temp11 = (pos1[1] | pos1[0]) & PC_en[0];
assign temp12 = (pos2[1] | pos2[0]) & PC_en[1];
assign temp13 = (pos3[1] | pos3[0]) & PC_en[2];
assign temp14 = (pos4[1] | pos4[0]) & PC_en[3];
assign temp15 = (pos5[1] | pos5[0]) & PC_en[4];
assign temp16 = (pos6[1] | pos6[0]) & PC_en[5];
assign temp17 = (pos7[1] | pos7[0]) & PC_en[6];
assign temp18 = (pos8[1] | pos8[0]) & PC_en[7];
assign temp19 = (pos9[1] | pos9[0]) & PC_en[8];
assign temp21 =((((((((temp1 | temp2) | temp3) | temp4) | temp5) | temp6) | temp7) | temp8) | temp9);
assign temp22 =((((((((temp11 | temp12) | temp13) | temp14) | temp15) | temp16) | temp17) | temp18) | temp19);
assign illegal_move = temp21 | temp22 ;
endmodule 
module position_decoder(input[3:0] in, input enable, output wire [15:0] out_en);
 reg[15:0] temp1;
 assign out_en = (enable==1'b1)?temp1:16'd0;
 always @(*)
 begin
 case(in)
 4'd0: temp1 <= 16'b0000000000000001;
 4'd1: temp1 <= 16'b0000000000000010; 
 4'd2: temp1 <= 16'b0000000000000100;
 4'd3: temp1 <= 16'b0000000000001000;
 4'd4: temp1 <= 16'b0000000000010000;
 4'd5: temp1 <= 16'b0000000000100000;
 4'd6: temp1 <= 16'b0000000001000000;
 4'd7: temp1 <= 16'b0000000010000000;
 4'd8: temp1 <= 16'b0000000100000000;
 4'd9: temp1 <= 16'b0000001000000000;
 4'd10: temp1 <= 16'b0000010000000000;
 4'd11: temp1 <= 16'b0000100000000000;
 4'd12: temp1 <= 16'b0001000000000000;
 4'd13: temp1 <= 16'b0010000000000000;
 4'd14: temp1 <= 16'b0100000000000000;
 4'd15: temp1 <= 16'b1000000000000000;
 default: temp1 <= 16'b0000000000000001; 
 endcase 
end 
endmodule 
module winner_detector(input [1:0] pos1,pos2,pos3,pos4,pos5,pos6,pos7,pos8,pos9, output wire winner, output wire [1:0]who);
wire win1,win2,win3,win4,win5,win6,win7,win8;
wire [1:0] who1,who2,who3,who4,who5,who6,who7,who8;
winner_detect_3 u1(pos1,pos2,pos3,win1,who1); 
winner_detect_3 u2(pos4,pos5,pos6,win2,who2); 
winner_detect_3 u3(pos7,pos8,pos9,win3,who3); 
winner_detect_3 u4(pos1,pos4,pos7,win4,who4); 
winner_detect_3 u5(pos2,pos5,pos8,win5,who5); 
winner_detect_3 u6(pos3,pos6,pos9,win6,who6); 
winner_detect_3 u7(pos1,pos5,pos9,win7,who7); 
winner_detect_3 u8(pos3,pos5,pos6,win8,who8); 
assign winner = (((((((win1 | win2) | win3) | win4) | win5) | win6) | win7) | win8);
assign who = (((((((who1 | who2) | who3) | who4) | who5) | who6) | who7) | who8);
endmodule 
module winner_detect_3(input [1:0] pos0,pos1,pos2, output wire winner, output wire [1:0]who);
wire [1:0] temp0,temp1,temp2;
wire temp3;
assign temp0[1] = !(pos0[1]^pos1[1]);
assign temp0[0] = !(pos0[0]^pos1[0]);
assign temp1[1] = !(pos2[1]^pos1[1]);
assign temp1[0] = !(pos2[0]^pos1[0]);
assign temp2[1] = temp0[1] & temp1[1];
assign temp2[0] = temp0[0] & temp1[0];
assign temp3 = pos0[1] | pos0[0];
assign winner = temp3 & temp2[1] & temp2[0];
assign who[1] = winner & pos0[1];
assign who[0] = winner & pos0[0];
endmodule
==> design/flow/run.sh <==
#!/bin/bash
# OpenROAD 26Q1-2900-gdf79404cd8, Yosys 0.63+post, stock flow scripts
make -C /OpenROAD-flow-scripts/flow DESIGN_CONFIG=/design/flow/config.mk WORK_HOME=/design/flow/orfs finish
==> design/flow/config.mk <==
export PLATFORM = sky130hd
export DESIGN_NAME = tic_tac_toe
export DESIGN_NICKNAME = tic_tac_toe
export VERILOG_FILES = /design/flow/design.v
export SDC_FILE = /design/flow/constraint.sdc
export NUM_CORES = 4
export LEC_CHECK = 1
export CORE_UTILIZATION = 30
==> design/flow/constraint.sdc <==
current_design tic_tac_toe

set clk_period 3.7
set clk_io_pct 0.2

create_clock -name clk0 -period $clk_period [get_ports {clock}]

set non_clock_inputs [all_inputs -no_clocks]
set_input_delay [expr $clk_period * $clk_io_pct] -clock clk0 $non_clock_inputs
set_output_delay [expr $clk_period * $clk_io_pct] -clock clk0 [all_outputs]
==> GITHUB_STEP_SUMMARY <==
## PnR job results

| Metric | Value |
|---|---|
| EDFF count, synth | 0 |
| R2R Setup Slk | 1180 ps |
| Worst Setup Slack, final | 417 ps |
| Port buffer count | 31 |
| Die width | 75.9 um |
| Global route total overflow | 0 |
| Hold path start | position_reg_unit.pos2[0] |
| Core Util, Final | 0.390 |
| Dominant Register Cell | dfrtp_1 |
| Yosys Instances | 189 |
| Final worst path period need | 3280 ps |
| Clk slew on worst S/H paths | 70 ps |
| Endpoints left unconstrained | 3 |
| Die Y | 75.9 um |
| Number of vias per cell | 5.53 |
| Hold buffers post-CTS | 0 |
| Crit. End Element | output pin |
| Tot Pwr | 717 uW |
| P_leak | 0.868 nW |
| Crit path kind | flop to output pin |
| Layout cell share with drive strength beyond 1 | 0.0845 |
| Crit path required time | 2960 ps |
| Chip area | 5770 um2 |
| Hold Crit Depth | 2 |
| Clk Latency, worst-skew pair | 250 ps |
| Synth Cell Area | 1640 um2 |
| MaxCap Viol Count | 0 |
| Crit-path max FO | 10 |
| Hold endpoint | position_reg_unit.pos2[0] |
| Synth async-reset ratio | 0.870 |
| DP HPWL | 3.30 mm |
| CTS tree | yes |
| Highest clock rate | 305 MHz |
| Total GRT Usage | 0.160 |
| Root buffer cell | clkbuf_8 |
| Fin Setup TNS | 0 ps |
| Post-route DRC | 0 |
| Diode count | 0 |
| Seq cells post-synth | 23 |
| Unrepaired setup endpoints after global routing | no |
| Number of global-route vias before repair | 1,491 |
| I/O Pins | 32 |
| Power per cell area | 355 nW/um2 |
| Total cell area at the placement stage | 1980 um2 |
| Register pins left without a clock | 3 |
| FF-to-FF End | tic_tac_toe_controller.current_state[1] |
| WP data arrival | 2540 ps |
| Placer Congestion | 0.932 |
| Critical Path Max Stage Delay | 530 ps |
| Cell area after layout | 2020 um2 |
| Detailed Routing Iterations Pass 1 | 4 |
| CTS resizes | 0 |
| Initial DRC Count | 83 |
| # Post-CTS Setup Buffers | 0 |
| VDD IR-drop max | 0.192 mV |
| R2r startpoint | tic_tac_toe_controller.current_state[0] |
| Routed Antenna Nets | 0 |
| Final Hold Slack | 676 ps |
| WL/cell | 15.8 um |
| Fp_density | 0.317 |
| Yosys warning count | 3 |
| Tool warnings | 25 |
| Max-slew violations | 0 |
| Core area | 5170 um2 |
| Cell Type Count | 54 |
| Worst Reg2Reg Path Length in Cells | 10 |
| Final Skew | 3.08 ps |
| Post-synthesis cell count | 189 |
| Final Hold Viols | 0 |
| Final setup viols | 0 |
| First-pass GRT wire length | 7.46 mm |
| Clk buf depth | 2 |
| CP Launch Type | flop |
| Syn avg cell area | 8.68 um2 |
| Placed Instances | 280 |
| Fillers | 510 |
| Area grow syn2layout | 23.0% |
| Num CTS Buffers | 3 |
| Vias | 1,564 |
| CP cell instances | and3_1 -> o22ai_1 -> a21oi_1 -> or3_1 -> a221o_1 -> clkdlybuf4s50_1 |
| Period utilization | 0.887 |
| Std cell rows | 26 |
| Setup WS pre-CTS | 493 ps |
| H-tree Lvls | 1 |
| Outcome | finished clean |
| Largest net degree at the start of global routing | 23 |
| Initial antenna violation count | 0 |
| Worst path slowest cell | dfrtp_1 |
| Chip Area, Yosys | 1640 um2 |
| Hold WC Path Type | flop to flop |
| Post-Layout Cell Count | 283 |
| Routed WL | 4.46 mm |
-- kinds of logic after synthesis --
family,after synthesis,synth area share
AND-OR/OR-AND,49,0.233
other,1,0.00229
flip-flops,20,0.305
AND/OR/NAND/NOR,93,0.334
buffers and inverters,21,0.0702
latches,3,0.0275
multiplexers,2,0.0275
-- cell type report --
class                   instances  area (um2)  area share
multi-input cells             147         987       0.489
flip-flops and latches         23         546       0.270
repair buffers                 34         333       0.165
well taps                      70        87.6      0.0434
clock buffers                   3        41.3      0.0205
inverters                       6        22.5      0.0112
-- power breakdown --
| group | leakage, nW | internal, mW | switching, mW |
|---|---|---|---|
| clock network | 0.0216 | 0.0722 | 0.0640 |
| registers | 0.270 | 0.252 | 0.0832 |
| logic | 0.576 | 0.148 | 0.0976 |
| total | 0.868 | 0.472 | 0.245 |
-- synth_stat cells (3+ instances only) --
cell      number  area, um2
nor2b_1        6       37.5
and3_1        11       68.8
dlxtn_1        3       45.0
nand3_1        9       45.0
or3_1          4       25.0
clkbuf_1       5       18.8
buf_2          5       25.0
a41oi_1        4       35.0
dfrtp_1       20        500
nor3_1        14       70.1
o21bai_1       4       30.0
a21oi_1        4       20.0
buf_6          3       33.8
a41o_1         5       50.1
inv_1          6       22.5
nand2b_1       4       25.0
a31oi_1        5       31.3
nor2_1        13       48.8
nand2_1       11       41.3
o21ai_0        6       30.0
-- cell usage in the layout, fill, tap and decap left out, types with 3 or more instances in the layout --
master           count
a31oi_1              5
nand3_1              9
or3_1                4
inv_1                6
nor3_1              14
buf_4                3
a41o_1               5
a41oi_1              4
and3_1              11
clkdlybuf4s50_1     31
a21oi_1              4
o21bai_1             4
nand2b_1             4
nor2b_1              6
clkbuf_8             3
nand2_1             11
dfrtp_1             20
conb_1               3
nor2_1              13
o21ai_0              6
dlxtn_1              3
-- per-layer routing --
layer | share of wire | track usage | wire length [um]
met2 | 0.44 | 0.240 | 1980
met4 | 0.0054 | 0.0192 | 24
met1 | 0.49 | 0.262 | 2200
met5 | 0 | 0 | 0
met3 | 0.057 | 0.0171 | 253
-- worst max-delay path by stage --
stage / from / endpoint / cells after the start
final: position_reg_unit.pos1[0] / who[0] / 6
after global routing: position_reg_unit.pos1[0] / who[0] / 6
after CTS: position_reg_unit.pos1[0] / who[0] / 6
-- worst max-delay path: cells and delay by family, from the launching register on --
kind	cells	cell delay, ps
compound gates	3	630
buf+inv	1	400
flops	1	530
simple gates	2	720
No activity file was given, so power comes from the tool's default toggle rates.
